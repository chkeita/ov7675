==> config.mk <==
export PLATFORM = sky130hd
export DESIGN_NAME = debounce
export DESIGN_NICKNAME = debounce
export VERILOG_FILES = /design/flow/design.v
export SDC_FILE = /design/flow/constraint.sdc
export NUM_CORES = 4
export LEC_CHECK = 1
export CORE_AREA = 10 10 70 70
export DIE_AREA = 0 0 80 80
==> constraint.sdc <==
current_design debounce

set clk_period 1.0
set clk_io_pct 0.2

create_clock -name clk0 -period $clk_period [get_ports {clk}]

set non_clock_inputs [all_inputs -no_clocks]
set_input_delay [expr $clk_period * $clk_io_pct] -clock clk0 $non_clock_inputs
set_output_delay [expr $clk_period * $clk_io_pct] -clock clk0 [all_outputs]
==> design.v <==
`timescale 1ns / 1ps
module top (
       input wire clk_100,
       input wire ck_rst,
       input wire ftdi_rx,
       output wire ftdi_tx,
       input wire [7:0] ja,
       input wire [7:0] jb,
       input wire [3:0] btn
    );
    wire rst;
    reg [7:0] uart_data;
    wire click;
    wire scl = jb[0];
    wire sda = jb[1];
    wire vsync = jb[2];
    wire hsync = jb[3];
    wire pclk = jb[4];
    wire xclk = jb[5];
    debounce rst_debounce(
            .clk(clk_100),
            .din(ck_rst),
            .dout(rst)
        );
    debounce btn0_dbounce(
            .clk(clk_100),
            .din(btn[0]),
            .dout(click)
        );
    ov7675 camera(
        .clk_100(clk_100),
        .enable(1),
        .rst(rst),
        .sda(sda),
        .scl(scl),
        .vsync(vsync),
        .hsync(hsync),
        .pclk(pclk),
        .data(ja),
        .xclk(xclk),
        .click(click),  
        .ftdi_tx(ftdi_tx)
    );
endmodule
module debounce (
    input wire clk,
    input wire din,
    output reg dout = 1'b0
);
reg [7:0] shift = 8'd0;
always @(posedge clk)
begin
    dout <= 1'b0;
    shift <= {din, shift[7:1]};
    if(shift == 8'hff)
    begin
        dout <= 1'b1;
    end
end
endmodule
==> run.sh <==
#!/bin/bash
# OpenROAD 26Q1-2900-gdf79404cd8, Yosys 0.63+post, stock flow scripts
make -C /OpenROAD-flow-scripts/flow DESIGN_CONFIG=/design/flow/config.mk WORK_HOME=/design/flow/orfs finish
==> summary.rpt <==
IMPLEMENTATION SUMMARY REPORT
----------------------------------------------------
[Route]
  Number of search-and-repair iterations in the first detailed-routing pass ........................ 2
  Count of unresolved DRC violations after routing ........................ 0
  WL final ........................ 279 um
  Detailed-route vias per instance ........................ 1.66
  Number of nets with antenna violations after detailed routing ........................ 0
  Wire length per cell ........................ 4.36 um
  Number of vias after detailed routing ........................ 106
  Antenna Diode Count ........................ 0
  Number of DRC markers in iteration 0 ........................ 1

[Die]
  Total number of placement rows ........................ 21
  Die area ........................ 6400 sq um
  Core ar. ........................ 3420 sq um
  Die span in y ........................ 80 um
  Init Core Util ........................ 5.75%
  DIE WIDTH ........................ 80 um
  Count of pins on the block boundary ........................ 3

[Final timing]
  Final-layout setup total negative slack ........................ 0 ns
  Total count of hold-check failures in the final report ........................ 0
  Transition time at the pin with the least slew margin ........................ 0.0838 ns
  Max_slew headroom ........................ 94.4%
  Fin crit share ........................ 85.4%
  Count of pins over their slew limit ........................ 0
  Clock skew after layout ........................ 0.00385 ns
  Time the worst path needs with I/O delays and setup ........................ 0.854 ns
  Final number of setup-violating endpoints ........................ 0
  Max Freq ........................ 1.17 GHz
  Setup repair after global routing missed its margin ........................ false

[Synth]
  Registers, synthesis ........................ 9
  Synthesized netlist cell count ........................ 12
  Number of unique standard cell types used by synthesis ........................ 3
  Yosys stat cell total ........................ 12
  Sequential-to-total area share from yosys stat ........................ 91.7%
  Synthesized area ........................ 196 sq um
  Synthesized area per cell ........................ 16.4 sq um
  YS chip area ........................ 196 sq um
  Synth Warn # ........................ 1

[Outcome]
  Status ........................ finished clean

[Layout]
  Tally of non-filler cells in the final layout ........................ 64
  Commonest Layout Cell ........................ sky130_fd_sc_hd__dfxtp_1
  Fraction of layout cells with a size suffix above 1 ........................ 22.2%
  Commonest non-fill, non-tap cells in the layout ........................ 9 x sky130_fd_sc_hd__dfxtp_1, 3 x sky130_fd_sc_hd__clkbuf_4, 2 x sky130_fd_sc_hd__nand4_1
  Final standard cell utilization of the core ........................ 8.64%
  Final instance area ........................ 295 sq um
  Area growth syn-to-layout ........................ 50.3%

[Flow run]
  Number of max-cap violations ........................ 0
  Tool warnings ........................ 25

[Global routing]
  Antenna violations before repair ........................ 0
  Busiest grt layer ........................ met2
  Met2 usage in global routing ........................ 1.36%
  Maximum number of pins on one net before global-route repair ........................ 6
  Overall routing resource usage ........................ 1.10%
  Vias in the first global route ........................ 131
  Total congestion overflow after global routing ........................ 0
  Met3 track utilization from global routing ........................ 1.14%
  Global routing usage on met1 ........................ 1.22%
  Global-route wire length before repair ........................ 538 um

[Critical path]
  CP Capture Type ........................ output pin
  Type of element launching the critical path ........................ flip-flop
  Worst Path Arrival ........................ 0.65 ns
  Class of the most critical setup path ........................ reg -> out
  Highest-delay cell along the critical path ........................ sky130_fd_sc_hd__dfxtp_1
  Category of cells accounting for the largest share of critical-path delay ........................ flip-flops
  Cell-by-cell listing of the critical path ........................ clkbuf_2
  Total buffers and inverters traversed by the critical path ........................ 1
  Maximum fanout along the worst path ........................ 1
  Maximum single-stage delay on the critical path ........................ 0.31 ns
  Data required time at the worst endpoint ........................ 0.80 ns

[Power and ir drop]
  Power share of the clock group ........................ 40.4%
  Internal Dissipation ........................ 533 uW
  Maximum resistive drop on vdd ........................ 1.22 mV
  Net switching share of the total power ........................ 18.3%
  Part of the power in registers ........................ 58.7%
  Switching power total ........................ 120 uW
  Cell Pwr Density ........................ 2210 nW/um^2
  Static leakage power ........................ 0.000101 uW
  Combinational Power Share ........................ 0.8%

[Clock tree]
  TritonCTS clock tree ........................ yes
  Clock latency reported for the late side of the worst-skew pair ........................ 0.25 ns
  Master cell of the clock root buffer ........................ sky130_fd_sc_hd__clkbuf_4
  Clock transition at the registers of the reported paths ........................ 0.06 ns
  H-tree depth reported by CTS ........................ 1
  Num Clock Sinks ........................ 9
  Count of hold-fix buffers inserted at cts ........................ 0
  Total of cells resized after clock tree synthesis ........................ 2
  Total CTS buffers ........................ 3
  Clock Path Buffers ........................ 2
  Post-CTS Setup Inserts ........................ 0

[Place]
  Total half-perimeter wirelength after legalization and detailed placement ........................ 215 um
  Number of input and output port buffers inserted ........................ 2
  Cell count after placement ........................ 60
  Post-place instance area ........................ 274 sq um
  RD Place Congestion ........................ 0.572

[Hold path]
  Hold Path Class ........................ reg -> reg

----------------------------------------------------
==> state kept, by name, indices dropped and copies added (netlist names) <==
| register | count |
|---|---|
| dout | 1 |
| shift | 8 |
==> metrics by stage <==
step / hold slack (ns) / setup slack [ns] / power (uW)
after floorplan: 0.228 / 0.471 / 390
after global placement: 0.333 / 0.0195 / 395
after detailed placement: 0.342 / 0.0182 / 397
after CTS: 0.350 / 0.0351 / 664
after global routing: 0.347 / 0.0891 / 699
final: 0.348 / 0.146 / 653
==> per-layer routing <==
layer | vias up | routed length, um
met5 | - | 0
met4 | 0 | 0
met3 | 0 | 33
met2 | 6 | 101
met1 | 49 | 144
li1 | 51 | -
==> cell usage after synthesis <==
master,n,area share (%)
sky130_fd_sc_hd__nand4_1,2,6.4
sky130_fd_sc_hd__nor2_1,1,1.9
sky130_fd_sc_hd__dfxtp_1,9,92
==> power groups by stage <==
stage / registers [uW] / logic (uW) / clock network [uW]
CTS: 384 / 5.55 / 275
global route: 386 / 5.99 / 308
finish: 383 / 5.34 / 264
==> cell type report <==
| type | count | area, sq um |
|---|---|---|
| clock buffer | 4 | 26.3 |
| sequential | 9 | 180 |
| timing repair buffer | 2 | 15.0 |
| fill | 407 | 3120 |
| tap | 46 | 57.6 |
| multi-input combinational | 3 | 16.3 |
==> worst paths after layout <==
kind                            to  depth (start not counted)  slack, ns              from
setup reg to reg      dout$_DFF_P_                          2       0.42  shift[6]$_DFF_P_
hold reg to reg   shift[3]$_DFF_P_                          0       0.35  shift[4]$_DFF_P_
setup / recovery              dout                          1       0.15      dout$_DFF_P_
hold / removal    shift[3]$_DFF_P_                          0       0.35  shift[4]$_DFF_P_
==> logic make-up after synthesis <==
kind of cell	count (synthesis)	share of synthesized area (%)
flops	9	91.7
simple gates	3	8.28
Power is estimated from default activity; no workload was simulated.
