### flow/run.sh
#!/bin/bash
# OpenROAD 26Q1-2900-gdf79404cd8, Yosys 0.63+post, stock flow scripts
make -C /OpenROAD-flow-scripts/flow DESIGN_CONFIG=/design/flow/config.mk WORK_HOME=/design/flow/orfs finish
### flow/config.mk
export PLATFORM = sky130hd
export DESIGN_NAME = i2c
export DESIGN_NICKNAME = i2c
export VERILOG_FILES = /design/flow/design.v
export SDC_FILE = /design/flow/constraint.sdc
export NUM_CORES = 4
export LEC_CHECK = 1
export CORE_UTILIZATION = 30
### flow/constraint.sdc
current_design i2c

set clk_period 4.2
set clk_io_pct 0.2

create_clock -name clk0 -period $clk_period [get_ports {clk}]

set non_clock_inputs [all_inputs -no_clocks]
set_input_delay [expr $clk_period * $clk_io_pct] -clock clk0 $non_clock_inputs
set_output_delay [expr $clk_period * $clk_io_pct] -clock clk0 [all_outputs]
### flow/design.v
module i2c #(
	parameter integer PRESCALER = 10, 
	parameter integer BYTES_W  = 3,   
	parameter integer BYTES_R  = 2    
)
(
	input  wire clk,
	input  wire rst,
	inout  wire SDA,
	output wire SCL,
	input  wire [BYTES_W-1:0][7:0] din,   
	input  wire [7:0]              ain,   
	input  wire                    opcode,  
	input  wire                    ptr_set,  
	input  wire                    vin,
	output wire [BYTES_R-1:0][7:0] dout,
	output wire                    vout,
	output wire                    busy
);
parameter integer PRESCALER_HALF = integer'(PRESCALER/2);
typedef enum logic [2:0] {
	IDLE_S,
	START_S,
	TX_S,
	ACK_S_S,
	ACK_M_S,
	RX_S,
	STOP_S
} FSM_t;
FSM_t FSM;
logic SCL_r;
logic SDA_r;
logic SDA_oe;
logic SCL_oe;
logic scl_pos;
logic scl_neg;
logic error;
logic [7:0] dts;
logic [7:0] rd;
logic [3:0] bit_ctr;
logic [3:0] byte_ctr;
logic [$clog2(PRESCALER)-1:0] ctr;
always @ (posedge clk) begin
	if (rst) ctr <= 0;
	else ctr <= (ctr == PRESCALER-1 || vin) ? 0 : ctr + 1;
end
assign scl_pos = (ctr == PRESCALER-1);
assign scl_neg = (ctr == PRESCALER_HALF-1);
always @ (posedge clk) begin
	if (rst) SCL_r <= 1;
	else begin
		if (ctr == PRESCALER-1 && FSM != START_S) SCL_r <= 1;
		if (ctr == PRESCALER_HALF-1) SCL_r <= 0;
	end
end
assign SCL = (SCL_oe) ? SCL_r : 1'bz; 
assign SDA = (SDA_oe) ? SDA_r : 1'bz;
assign busy = (FSM != IDLE_S);
always @ (posedge clk) begin
	if (rst) begin
		FSM      <= IDLE_S;
		dts      <= 0;
		vout     <= 0;
		dout     <= 0;
		rd       <= 0;
		bit_ctr  <= 0;
		byte_ctr <= 0;
		SDA_oe   <= 0;
		SDA_r    <= 0;
		SCL_oe   <= 0;
		error    <= 0;
	end
	else begin
		case (FSM)
			IDLE_S : begin
				SCL_oe   <= 0;
				SDA_oe   <= 0;
				byte_ctr <= 0;
				bit_ctr <= 0;
				if (vin) begin
					dts    <= {ain[6:0], opcode};
					FSM    <= START_S;
				end
			end
			START_S : begin
				if (scl_neg) begin
					SDA_oe <= 1;
					SDA_r  <= 0;
				end
				if (scl_pos) begin
					FSM    <= TX_S;
					SCL_oe <= 1;
				end
			end
			TX_S : begin
				if (scl_neg) begin
					dts[7:1] <= dts[6:0];
					SDA_r    <= dts[7];
					bit_ctr  <= bit_ctr + 1;
				end
				if (bit_ctr == 9) begin
					byte_ctr <= byte_ctr + 1;
					FSM      <= ACK_S_S;
					SDA_oe   <= 0;
				end
				else SDA_oe <= 1;
			end
			ACK_S_S : begin  
				bit_ctr <= (opcode) ? 0 : 1;
				if (scl_pos) begin 
					dts <= din[BYTES_W-byte_ctr];
				end
				if (scl_neg) begin
					SDA_r  <= (byte_ctr == BYTES_W + 1) ? 0 : dts[7];
					dts[7:1] <= dts[6:0];
					FSM    <= (opcode) ? RX_S : (byte_ctr == BYTES_W + 1 || (byte_ctr == 2 && ptr_set )) ? STOP_S : TX_S;
					SDA_oe <= (opcode) ? 0 : 1;
				end
			end
			RX_S : begin
				vout   <= 0;
				SDA_oe <= 0;
				if (scl_pos) begin
					rd[0]   <= SDA;
					rd[7:1] <= rd[6:0];
					bit_ctr <= bit_ctr + 1;
				end
				if (bit_ctr == 8 && scl_neg) begin
					SDA_oe           <= 1;
					SDA_r            <= (byte_ctr == BYTES_R) ? 1 : 0;
					FSM              <= ACK_M_S;
					dout[BYTES_R-byte_ctr] <= rd;
				end
			end
			ACK_M_S : begin 
				bit_ctr <= 0;
				if (scl_neg) begin
					if (byte_ctr == BYTES_R) vout <= 1;
					byte_ctr <= byte_ctr + 1;
					FSM <= (byte_ctr == BYTES_R) ? STOP_S : RX_S;
				end
			end
			STOP_S : begin
				vout <= 0;
				if (scl_neg) begin
					SCL_oe <= 0;
					SDA_r  <= 0;
					FSM <= IDLE_S;
				end
			end
		endcase
	end
end
endmodule
==> run summary <==
Physical implementation

The run stopped with a tool error. The flow stopped in clock tree synthesis. The tool reported: "[error] [KeplerFormal.cpp:679] Workflow failed: Iso has multiple drivers: .SDA0, SDA$_SDFFE_PP0P_.Q0". Per the Yosys statistics, synthesis produced 362 cells. The average instance area after synthesis is 8.406 µm². The cell type with the largest total area after synthesis is dfxtp_1. The synthesized instance count is 362. Synthesis inferred 50 register bits. The cell at the root of the clock tree is clkbuf_8. The number of H-tree levels is 2. The starting utilization of the core area is 0.3099. The area of placed instances is 3689 µm². The width of the chip is 102.7 µm. dfxtp_1 is the most common cell in the netlist. Per the TritonCTS log, the buffer count is 5.

Counting flops with a built-in enable in the synthesized netlist gives 0. The post-synthesis instance area is 3043 µm². Looking at the post-CTS report, the setup buffer insertion count equals 0. Buffers inserted to repair hold after CTS numbered 0. For this run, the chip area from Yosys synthesis comes to 3043 µm².

The congestion estimate from routability-driven global placement came to 0.8378. By count the netlist is led by dfxtp_1, nor2_1, nand2_1. The async set-reset flop share out of synthesis is 0.

The post-cts repair resize count is 0. The yosys warning tally is 9. Per the OpenROAD floorplan log, the height of the die is 102.7 µm. The TritonCTS sink count is 50.

Looking at the clock tree report, the maximum root-to-sink buffer count equals 2. The share of the synthesized area in the top cell type is 0.3289. In this run the tool buffered the top-level ports with 54 buffer cells. The share of synthesized area occupied by flip-flops and latches is 0.3289. The top-level I/O count is 57. According to the floorplan log, the row count is 36. The most frequently used flop master after synthesis is dfxtp_1. Synthesis instantiated 59 different standard cells from the library. According to the dpl log, the detail-placed design has an HPWL of 5.461 mm. In the post-synthesis netlist, the biggest area contributors are dfxtp_1, mux2i_1, ha_1.
-- through the flow --
stage	hold slack, ps	setup WS, ps	utilization	cells	total power, µW
after detailed placement	456.1	524.9	0.3756	531	1128
after global placement	451.1	589.8	0.3756	531	1119
after floorplan	434.3	749.2	-	362	987.1
-- kinds of logic after synthesis --
family	synth area share
xor gates and xnor gates	0.02303
AOI/OAI and AO/OA	0.1957
adders and majority gates	0.07401
DFF	0.3289
buffers and inverters	0.04852
muxes	0.08265
and+or+nand+nor	0.2471
Power figures rest on the tool's default switching activity, not on a simulated workload.
